$ cat run.sh
#!/bin/bash
# OpenROAD 26Q1-2900-gdf79404cd8, Yosys 0.63+post, stock flow scripts
make -C /OpenROAD-flow-scripts/flow DESIGN_CONFIG=/design/flow/config.mk WORK_HOME=/design/flow/orfs finish
$ cat config.mk
export PLATFORM = sky130hd
export DESIGN_NAME = fibonacci_v7_2
export DESIGN_NICKNAME = fibonacci_v7_2
export VERILOG_FILES = /design/flow/design.v
export SDC_FILE = /design/flow/constraint.sdc
export NUM_CORES = 4
export LEC_CHECK = 1
export CORE_UTILIZATION = 30
export SYNTH_MEMORY_MAX_BITS = 65536
$ cat constraint.sdc
current_design fibonacci_v7_2

set clk_period 369.6
set clk_io_pct 0.2

create_clock -name clk0 -period $clk_period [get_ports {clk}]

set non_clock_inputs [all_inputs -no_clocks]
set_input_delay [expr $clk_period * $clk_io_pct] -clock clk0 $non_clock_inputs
set_output_delay [expr $clk_period * $clk_io_pct] -clock clk0 [all_outputs]
$ cat design.v
module fibonacci_v7_2(
	clk,
	rst_n,
	s_axis_s2mm_tready,
	s_axis_s2mm_cmd_tready,
	ap_start,
	s_axis_s2mm_tdata,
	s_axis_s2mm_cmd_tdata,
	s_axis_s2mm_tvalid,
	s_axis_s2mm_tlast,
	ap_done,
	s_axis_s2mm_cmd_tvalid
	);
input clk;
input rst_n;
input s_axis_s2mm_tready;
input s_axis_s2mm_cmd_tready;
input ap_start;
output reg s_axis_s2mm_cmd_tvalid;
output reg s_axis_s2mm_tvalid;
output reg [255:0] s_axis_s2mm_tdata;
output reg [103:0] s_axis_s2mm_cmd_tdata;
output reg ap_done;
output reg s_axis_s2mm_tlast;
reg[255:0] memory [24:0];
reg [4:0] addr;
reg [2:0] cur_state;
reg [2:0] next_state;
reg [4:0] data_cnt;  
reg [6:0] wait_cnt;
reg  wait_begin;
reg ap_done1;
integer i;
always @(posedge clk ) begin
	if (!rst_n) begin
		addr <= 5'b0;
	end
	else begin
	if (addr < 5'd24) begin
		addr <= addr +1'b1;
	end
	else 
		addr <= 5'b0;	
	end
end
always @(posedge clk ) begin
	if (!rst_n) begin
	for(i=0;i<25;i=i+1)
	memory [i] <= 256'b0;
	end
	else begin
	memory[0] <= 256'd0; 
	memory[1] <= 256'd1;
	if (addr > 0) begin
	memory[addr+1'b1] <= memory[addr-1'b1] + memory [addr];
	end
	end
end
localparam SystemIDLE =4'd0;
localparam SendCMD1   =4'd1;
localparam Wait1      =4'd2;
localparam SendDATA1  =4'd3;
localparam Wait2      =4'd4;
localparam SendCMD2	  =4'd5;
localparam SendDATA2  =4'd7;
localparam StopDATA1  =4'd8;
localparam StopDATA2  =4'd9;
always @(posedge clk ) begin
	if (!rst_n || !wait_begin) begin
		wait_cnt <= 7'b0;
	end
	else begin
	if (wait_begin) begin
		wait_cnt <= wait_cnt + 1'b1;
		end
	end
end
always @(posedge clk ) begin
	if (!rst_n) begin
		cur_state <= SystemIDLE;
	end
	else begin
		cur_state <= next_state;
	end
end
always @(*) begin
	if (!rst_n) begin
	next_state	= SystemIDLE;
	end
	else begin
	case(cur_state)
	SystemIDLE:
		begin
		if (s_axis_s2mm_cmd_tready && ap_start && !ap_done) begin
			  	next_state = SendCMD1;
		end
		else    next_state = SystemIDLE;
		end
	SendCMD1:
		begin
				next_state = SendCMD2;
		end
	SendCMD2:
		begin
				next_state =  Wait1;
		end
	Wait1:    
		begin
			if (wait_cnt == 4'd10) begin
				next_state = SendDATA1;
			end
			else begin
				next_state = Wait1;
			end
		end
	SendDATA1:
		begin
			if (!s_axis_s2mm_tready) begin
				next_state = StopDATA1;
			end
			else if (ap_done1) begin
				next_state = Wait2;
			end 
			else begin
				next_state = SendDATA1;
			end
		end
	Wait2:  
		begin
			if (s_axis_s2mm_cmd_tready) begin
				next_state = SendDATA2;
			end
			else begin
				next_state = Wait2;
			end
		end
	SendDATA2:
		begin
			if (!s_axis_s2mm_tready) begin
				next_state = StopDATA2;
			end
			else if (ap_done) begin
				next_state = SystemIDLE;
			end 
			else begin
				next_state = SendDATA2;
			end
		end
	StopDATA1:
		begin
			if(s_axis_s2mm_tready) begin
				next_state = SendDATA1;
			end
			else begin
				next_state = StopDATA1;
			end
		end
	StopDATA2:
		begin
			if (s_axis_s2mm_tready) begin
				next_state = SendDATA2;
			end 
			else begin
				next_state =StopDATA2;			
			end
		end
	default:
				next_state = SystemIDLE;
	endcase
end
end
always @(posedge clk ) begin
	if (!rst_n) begin
			s_axis_s2mm_cmd_tvalid <= 1'b0;
			s_axis_s2mm_tvalid     <= 1'b0;
			s_axis_s2mm_cmd_tdata  <= 104'b0;
			s_axis_s2mm_tdata      <= 256'b0;
			data_cnt			   <= 5'b0;	
			ap_done1               <= 1'b0;
			ap_done				   <= 1'b0;
			wait_begin		   	   <= 1'b0;
			s_axis_s2mm_tlast      <= 1'b0;
	end
	else 
	begin
		case(next_state)
		SystemIDLE:
		begin
			s_axis_s2mm_tvalid     <= 1'b0;
			s_axis_s2mm_tdata      <= 256'b0;
			s_axis_s2mm_cmd_tvalid <= 1'b0;
			s_axis_s2mm_cmd_tdata  <= 104'b0;
			s_axis_s2mm_tlast      <= 1'b0;
		end
		SendCMD1:
		begin
			s_axis_s2mm_cmd_tvalid <= 1'b1;
			s_axis_s2mm_cmd_tdata  <= {8'h00,64'h0a00_0000,8'h40,1'b1,23'd1200};
		end
		SendCMD2:
		begin
			s_axis_s2mm_cmd_tvalid <= 1'b1;
			s_axis_s2mm_cmd_tdata  <= {8'h00,64'h0010_0000,8'h40,1'b1,23'd1200};
		end
		Wait1:   
			begin
			wait_begin             <= 1'b1;
			s_axis_s2mm_cmd_tvalid <= 1'b0;
			s_axis_s2mm_cmd_tdata  <= 104'b0;
			s_axis_s2mm_tdata      <= 256'b0;
			s_axis_s2mm_tvalid     <= 1'b0;
			end
		SendDATA1:
		begin
			wait_begin		   	   <= 1'b0;
			s_axis_s2mm_cmd_tvalid <= 1'b0;
			s_axis_s2mm_cmd_tdata  <= 104'b0;
			s_axis_s2mm_tvalid 	   <= 1'b1;
			s_axis_s2mm_tdata 	   <= memory[data_cnt];
			 if (data_cnt == 5'd7) begin
			 ap_done1 			   <= 1'b1;
			 s_axis_s2mm_tlast 	   <= 1'b1;
			 data_cnt 			   <= data_cnt +1'b1;
			 end 
			 else begin 
			 data_cnt		       <= data_cnt +1'b1;
			 end
		end
		Wait2:   
		begin
			wait_begin			   <= 1'b1;
			s_axis_s2mm_cmd_tvalid <= 1'b0;
			s_axis_s2mm_cmd_tdata  <= 104'b0;
			s_axis_s2mm_tdata      <= 256'b0;
			s_axis_s2mm_tvalid     <= 1'b0;
		end
		SendDATA2:
		begin
			wait_begin		   	   <= 1'b0;
			s_axis_s2mm_cmd_tvalid <= 1'b0;
			s_axis_s2mm_cmd_tdata  <= 104'b0;
			s_axis_s2mm_tvalid 	   <= 1'b1;
			s_axis_s2mm_tdata 	   <= memory[data_cnt];
			if (data_cnt == 5'd24) begin
				ap_done            <= 1'b1;
				s_axis_s2mm_tlast  <= 1'b1;
			end 
			else begin 
				data_cnt           <= data_cnt +1'b1;
				s_axis_s2mm_tlast  <= 1'b0;
			end
		end
		StopDATA1:
		begin
			s_axis_s2mm_tvalid 	   <= 1'b0;
			data_cnt			   <= data_cnt;
			s_axis_s2mm_tdata      <= 256'b0;
		end
		StopDATA2:
		begin
			s_axis_s2mm_tvalid 	   <= 1'b0;
			data_cnt			   <= data_cnt;
			s_axis_s2mm_tdata      <= 256'b0;
		end
		default:
		begin
			s_axis_s2mm_tvalid     <= 1'b0;
		    s_axis_s2mm_tdata      <= 256'b0;
		    s_axis_s2mm_cmd_tvalid <= 1'b0;
		    s_axis_s2mm_cmd_tdata  <= 104'b0;
		    data_cnt               <= 5'd0;
        end
		endcase
	end
end
endmodule
==> results.txt <==
The full implementation flow was run.

The flow ran to the end, and the final reports show no timing, DRC or antenna violations. The actual transition at the worst max-transition pin stands at 1.42 ns. The worst setup path is launched from an input port. In this run the vertical extent of the chip is 1280 um.

The final setup violation count stands at 0. The row count stands at 469. The highest clock rate this design can be run at is 0.0129 GHz. The multi-input combinational cells in the finished layout cover a total of 232,000 sq um. The total cells reported by yosys after synthesis stands at 30,800.

The count of pins over their slew limit stands at 0. At the worst endpoint, the arrival time is 78.59 ns. The worst hold path cell count stands at 1.

After layout, the setup clock skew is reported as 0.208 ns. According to the floorplan report, the total die area is 1,640,000 sq um. The required time at the worst endpoint is listed as 370.41 ns. The number of antenna violations at the first check in global routing was 112. The H-tree was split into 6 levels. The setup TNS stands at 0 ns.

The tightest hold path in the finished design has a slack of 0.470 ns. In this run the standard cell core region covers 1,630,000 sq um. After synthesis, flip-flops and latches occupy 50.4% of the total area. At the floorplan stage, the core utilization is reported as 30.1%. The die is 1280 um wide. Yosys reports a chip area of 490,000 sq um. For this block, the via count after detailed routing is 328,000.

The iteration count recorded for the first detailed-route pass is 8. On the worst setup and hold paths after CTS, the clock-pin slew comes to 0.06 ns. The half-perimeter wire length after placement stands at 1,310,000 um. Setup repair after global routing left no endpoint under its margin. The overall fraction of global-route tracks in use stands at 26.2%. The biggest area contributor in the post-synthesis netlist is edfxtp_1.

Note that the worst hold path type here is reg2reg. The first-pass GRT wire length stands at 2,800,000 um. The script logs the mean routed wire length per placed instance as 38.3 um. The final power report lists total power as 2.86 mW.

Clock tree synthesis selected as its root buffer the cell clkbuf_16. The number of cells on the worst reg-to-reg path stands at 25. TritonCTS built the clock tree. The leakage power stands at 180 nW. The worst hold path terminates at wait_cnt[0].

For this design the top-level I/O count stands at 369. The final period demand of the worst path stands at 77.78 ns. The endpoint identified for the worst register-to-register timing path is memory[29][254]. Across all checked pins, the minimum headroom to the slew limit is 4.38%. The aggregate routed wire length stands at 2,040,000 um. The layout overhead on the synthesized area stands at 13.5%. The post-cts hold-fix buffer tally stands at 0.

After synthesis, the netlist uses 95 different library cells. The tool warning count stands at 37. The CTS report gives the tree buffer count as 930. Among all flip-flop cells after synthesis, the most frequent one is edfxtp_1. The number of endpoints with negative hold slack in the final report stands at 0. The critical path maximum fanout is 27. In the setup report, the worst path falls into the class in2reg. The number of global-route vias before repair is 353,000.

The setup slack of the most critical reg-to-reg path stands at 356.08 ns. The worst hold path begins at wait_cnt[0]. The async set-reset flop share out of synthesis stands at 0%. The number of synthesized flops with an enable pin stands at 7,680. The synthesized netlist cell count stands at 30,800. The total clock sinks stands at 8,485. The fraction of final layout cells sized beyond drive strength 1 stands at 37.8%. A synthesized cell averages 15.9 sq um.

The synthesis stat section lists a flop and latch total of 8,485. Tracing the worst setup path back leads to its startpoint at rst_n. The number of design rule violations left after detail routing stands at 0. The largest net degree at the start of global routing stands at 124. Looking at the reg2reg group, the worst path starts from addr[0]. The number of I/O port buffers stands at 273.

The maximum vdd ir drop stands at 0.00000512 V. In the final layout, the fill cell count is 151,000. The synthesis run shows the most used standard cells to be edfxtp_1 (7,680), mux4_2 (7,680), nor2_1 (6,978). The post-route antenna net violation count stands at 0. The count of instances resized after the clock tree is built stands at 0. The post-CTS setup buffer count stands at 0. The power per cell area stands at 5.15 nW/um^2. The violation count after the first detailed-routing iteration stands at 27,400.

At the later pin of the worst-skew pair, clock insertion delay measures 1.35 ns. After synthesis, the cell types taking the most area are edfxtp_1 (47%), mux4_2 (35%), nor2_1 (5.3%). Per the gpl log, the routability congestion estimate is 1.01. STA classifies the critical path endpoint as a flip-flop.

The sequential cells in the finished layout cover a total of 247,000 sq um. Measured on the finished design, the core utilization comes to 34.1%. No sink is reached through more buffers than the 5 on the longest clock path. The total global routing overflow stands at 0.

The count of synthesis-stage warnings from yosys stands at 1. The post-layout period usage of the worst path stands at 21.0%. The cell area that synthesis handed to floorplanning was 490,000 sq um. The fraction of post-synthesis cell area in the top cell type by area stands at 47.1%. The count of maximum capacitance violations stands at 0. The script logs the ratio of routed vias to standard cells as 6.17.
==> critical path: stages <==
cell and delay (ns):
buf_4 0.22, o31a_1 0.34, and2_1 0.54, nand2_4 0.16, nand2_4 0.49, buf_4 0.70
buf_4 0.79, buf_4 0.57, buf_4 0.63
==> kinds of logic after synthesis <==
kind of cell               count (synthesis)  synth area share (%)
AOI/OAI and AO/OA                       1622                  2.09
DFF                                     8485                  50.4
adders and majority gates                265                 0.678
other                                      1              0.000765
and+or+nand+nor                         8036                  6.42
muxes                                   8453                  37.0
xor gates and xnor gates                 257                 0.463
buffers and inverters                   3730                  2.96
==> cells in the final DEF (no fill, tap or decap), types with 43 or more instances in the layout <==
master,instances
mux4_2,7680
edfxtp_1,7680
nor2_1,6971
buf_4,1708
clkbuf_16,938
dfxtp_1,795
mux2_2,511
a21oi_1,508
nand2_1,423
inv_1,354
o21ai_0,336
a211oi_1,273
clkdlybuf4s50_1,272
ha_1,263
mux2i_1,208
clkinv_2,185
nand4_1,180
clkbuf_1,177
xnor2_2,142
nor3_1,134
bufinv_16,123
a21o_1,115
clkinv_1,107
xor2_2,100
diode_2,97
conb_1,95
o21bai_1,87
clkbuf_8,80
buf_12,66
nand3_1,65
clkinvlp_4,59
mux2i_2,54
nand2_4,48
a31oi_1,43
==> where the power goes <==
group	leakage [nW]	total [mW]	switching, mW	internal, mW
Clock	15.6	0.993	0.422	0.570
Sequential	83.5	1.14	0.0246	1.11
Combinational	80.5	0.732	0.508	0.224
==> state kept, by name, summed over array words and instances, names as in the netlist, named ones only <==
signal / flops
s_axis_s2mm_tlast: 1
s_axis_s2mm_tvalid: 1
cur_state: 7
memory: 8192
ap_done1: 1
ap_done: 1
s_axis_s2mm_cmd_tdata: 3
wait_begin: 1
data_cnt: 5
addr: 5
s_axis_s2mm_tdata: 256
wait_cnt: 7
==> per-layer routing <==
metal | track usage, % | vias up | wire length [um]
li1 | - | 124000 | -
met1 | 25.5 | 165000 | 570000
met2 | 36.1 | 31600 | 877000
met3 | 24.8 | 5955 | 441000
met4 | 13.3 | 339 | 137000
met5 | 5.82 | - | 12400
==> worst max path at each step <==
stage / to / slack [ns] / cells past startpoint
after global routing: memory[22][75] / 291.88 / 9
final: memory[22][75] / 291.82 / 9
after CTS: memory[22][75] / 292.05 / 9
==> metrics by stage <==
| step | std cells | setup WS (ns) | instance area [sq um] |
|---|---|---|---|
| finish | 53100 | 291.82 | 556000 |
| global route | 53100 | 291.88 | 556000 |
| CTS | 53000 | 292.05 | 556000 |
| detailed placement | 51300 | 290.81 | 524000 |
| global placement | 51300 | 290.79 | 524000 |
| floorplan | 30900 | 283.60 | 490000 |
==> area by class of cell <==
type,count,area share [%]
Antenna cell,97,0.0436
Clock buffer,1195,4.54
Clock inverter,558,1.27
Inverter,355,0.240
Multi-Input combinational cell,18700,41.6
Sequential cell,8485,44.4
Tap cell,21700,4.87
Timing Repair Buffer,2046,3.03
Power figures rest on the tool's default switching activity, not on a simulated workload.
